<file path="config.mk">
export PLATFORM = sky130hd
export DESIGN_NAME = relational
export DESIGN_NICKNAME = relational
export VERILOG_FILES = /design/flow/design.v
export SDC_FILE = /design/flow/constraint.sdc
export NUM_CORES = 4
export LEC_CHECK = 1
export CORE_AREA = 10 10 70 70
export DIE_AREA = 0 0 80 80
</file>
<file path="constraint.sdc">
current_design relational

set clk_period 1.0
set clk_io_pct 0.2

create_clock -name clk0 -period $clk_period

set non_clock_inputs [all_inputs -no_clocks]
set_input_delay [expr $clk_period * $clk_io_pct] -clock clk0 $non_clock_inputs
set_output_delay [expr $clk_period * $clk_io_pct] -clock clk0 [all_outputs]
</file>
<file path="design.v">
module relational (
    input [1: 0] x,
    input [1: 0] y,
    output lt,
    output le,
    output gt,
    output ge
);
assign lt = x < y;
assign le = x <= y;
assign gt = x > y;
assign ge = x >= y;
endmodule
</file>
<file path="run.sh">
#!/bin/bash
# OpenROAD 26Q1-2900-gdf79404cd8, Yosys 0.63+post, stock flow scripts
make -C /OpenROAD-flow-scripts/flow DESIGN_CONFIG=/design/flow/config.mk WORK_HOME=/design/flow/orfs finish
</file>
==> notes.md <==
fresh numbers from the pnr run: status finished with violations, failing checks negative setup slack, top sig layer met3, Synth Seq Share 0%, Mapped Area 80.08 µm², max-cap violations 0, ys cells 11, Startpoint Class input pin, clock buffers 0, Setup CP Type input pin to output pin, tally of OpenROAD warnings 34, routed vias between 100 and 150, WL per Instance 4.806 µm, Core Util at FP 2.344%, row count 21, Placer Congestion 0.6867, fill count 408, Die H 80 µm, unrepaired setup endpoints after global routing true, leakage 0.1069 nW, WP data required 800 ps, Core Footprint between 0.003 and 0.004 mm², Hold WC Path Type input pin to output pin, first-pass GRT wire length just over 500 µm, relative slew slack a little over nine tenths, Worst setup EP type output pin, Setup violations, final 4, Met1 Wirelength 141 µm, Total Wirelength 322 µm, DRC 0, Hold Crit Start x[1], pwr/cell area 449.0 mW/mm², final number of hold-violating endpoints 0, Largest type area fraction a little under a third, Reg area 0 µm², hold endpoint lt, DR vias/cell 1.701, Min-Delay Path Depth 4, Final WS setup -112.5 ps, Synth area leaders ha_1 31%, nor2b_4 17%, a21o_1 9.4%, antenna cells 0, biggest area consumer among synthesized cells ha_1, DR WL met3 38 µm, Tot GR Track Use less than 1%, violation count after the first detailed-route iteration 0, CP arrival around 910 ps, fin crit share 111.3%, Mapped Cells 11, Slew Viols, Final 0, initial antenna violation count 0, synth-to-layout area growth 235.9%, Die W 80 µm, Overflow after GRT 0, vias in the first global route 114, Cell Type Count 9, maximum operating frequency 0.8989 GHz, Routed Antenna Nets 0, Area after DPL 217.7 µm², final core occ 7.875%, # IOs 8, # hold bufs at CTS 0, Avg Cell Area, Syn 7.280 µm², top cells by count 2 x ha_1, 2 x inv_1, largest net degree at the start of global routing 5, Finished Cell Area approximately 270 µm², crit path max fanout 3, Max VDD drop ~46 µV, Tightest Pin Transition 88.74 ps, Seq cells 0, Total Die Area 0.006400 mm², post-route minimum period 1113 ps, yosys warns 0, count of buffers from port buffering 8, Yosys chip area 80.08 µm², met2 WL post-DR 142 µm, tightest hold margin 750.3 ps, layout cells sized above 1 80.95%, DR pass1 iterations 1
==> cell usage in the layout, fill, tap and decap left out <==
| master | netlist | routed |
|---|---|---|
| a21o_1 | 1 | 1 |
| nand2b_4 | 0 | 1 |
| nor2b_4 | 1 | 1 |
| nor2_1 | 1 | 1 |
| o21ai_1 | 0 | 1 |
| inv_4 | 0 | 2 |
| nand2_2 | 0 | 1 |
| buf_6 | 0 | 5 |
| o21a_1 | 1 | 1 |
| buf_2 | 0 | 4 |
| ha_4 | 0 | 2 |
| buf_8 | 0 | 1 |
==> kinds of logic after synthesis <==
| kind of cell | count (synthesis) | share of synthesized area [%] |
|---|---|---|
| AOI/OAI and AO/OA | 3 | 25.00 |
| adders and majority gates | 2 | 31.25 |
| buffers and inverters | 2 | 9.378 |
| and+or+nand+nor | 4 | 34.37 |
==> how the worst max path moves through the flow <==
stage     from  end  cells after the start
6_report  y[1]   gt                      6
5_1_grt   x[1]   gt                      5
4_1_cts   x[1]   gt                      5
==> routing by layer <==
layer / vias up / track usage (%)
met2: 6 / 1.525
li1: 56 / -
met1: 52 / 1.384
met3: 0 / 0.2273
met5: - / 0
met4: 0 / 0
==> layout make-up <==
type | count | area [µm²] | area share [%]
inverter | 2 | 12.51 | 4.651
multi-input combinational | 9 | 107.6 | 40.00
tap | 46 | 57.56 | 21.40
timing repair buffer | 10 | 91.34 | 33.95
==> report_power, final <==
group / switching, mW / leakage (nW) / total [mW] / internal, mW
Clock: 0 / 0 / 0 / 0
Sequential: 0 / 0 / 0 / 0
Combinational: 0.0381 / 0.107 / 0.121 / 0.0827
Total: 0.0381 / 0.107 / 0.121 / 0.0827
==> critical path, stage by stage <==
cell     delay, ps
buf_8          100
inv_4           40
ha_4           190
nor2b_4        130
o21a_1         150
buf_2          110
==> stage by stage <==
step                      total power, mW  setup TNS (ps)  setup slack, ps  instances
after CTS                          0.1145          -380.3           -129.1         67
after detailed placement          0.09460           -3748           -989.9         65
after global routing               0.1367          -506.3           -153.1         67
after global placement            0.09376           -3681           -962.2         65
after floorplan                   0.03399               0            6.568         11
final                              0.1208          -338.2           -112.5         67
==> what timing repair did <==
action | CTS | global route
resized | 42 | 3
pin swaps | 6 | 3
setup endpoints to repair | 4 | 4
buffers inserted | 2 | 0
gates cloned | 0 | 0
Power figures rest on the tool's default switching activity, not on a simulated workload.
